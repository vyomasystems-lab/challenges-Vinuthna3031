--- ./design.v ---
module multiplier_16bit(a,b,c);
    input [15:0]a,b;
    output [31:0]c;
    wire [15:0]q0,q1,q2,q3,q4,temp1;
    wire [31:0]c;
    wire [23:0]q5,q6,temp2,temp3,temp4;
    array8 z1(a[7:0],b[7:0],q0[15:0]);
    array8 z2(a[15:8],b[7:0],q1[15:0]);
    array8 z3(a[7:0],b[15:8],q2[15:0]);
    array8 z4(a[15:8],b[15:8],q3[15:0]);
    assign temp1 ={8'b0,q0[15:8]};
    assign q4 = q1[15:0]+temp1;
    assign temp2 ={8'b0,q2[15:0]};
    assign temp3 ={q3[15:0],8'b0};
    assign q5 = temp2+temp3;
    assign temp4={8'b0,q4[15:0]};
    assign q6 = temp4 + q5;
    assign c[7:0]=q0[7:0];
    assign c[31:8]=q6[23:0];
endmodule
module array2(a, b, c);
    input [1:0]a, b;
    output [3:0]c;
    wire [3:0]c, temp;
    assign c[0]=a[0]&b[0];
    assign temp[0]=a[1]&b[0];
    assign temp[1]=a[0]&b[1];
    assign temp[2]=a[1]&b[1];
    ha z1(temp[0],temp[1],c[1],temp[3]);
    ha z2(temp[2],temp[3],c[2],c[3]);
endmodule
module array4(a,b,c);
    input [3:0]a, b;
    output [7:0]c;
    wire [3:0]q0,q1,q2,q3,q4,temp1;
    wire [7:0]c;
    wire [5:0]q5,q6,temp2,temp3,temp4;
    array2 z1(a[1:0],b[1:0],q0[3:0]);
    array2 z2(a[3:2],b[1:0],q1[3:0]);
    array2 z3(a[1:0],b[3:2],q2[3:0]);
    array2 z4(a[3:2],b[3:2],q3[3:0]);
    assign temp1 ={2'b0,q0[3:2]};
    assign q4 = q1[3:0]+temp1;
    assign temp2 ={2'b0,q2[3:0]};
    assign temp3 ={q3[3:0],2'b0};
    assign q5 = temp2+temp3;
    assign temp4={2'b0,q4[3:0]};
    assign q6 = temp4+q5;
    assign c[1:0]=q0[1:0];
    assign c[7:2]=q6[5:0];
endmodule
module array8(a,b,c);
    input [7:0]a,b;
    output [15:0]c;
    wire [7:0]q0,q1,q2,q3,q4,temp1;
    wire [15:0]c;
    wire [11:0]q5,q6,temp2temp3,temp4;
    array4 z1(a[3:0],b[3:0],q0[7:0]);
    array4 z2(a[7:4],b[3:0],q1[7:0]);
    array4 z3(a[3:0],b[7:4],q2[7:0]);
    array4 z4(a[7:4],b[7:4],q3[7:0]);
    assign temp1 ={4'b0,q0[7:4]};
    assign q4 = q1[7:0]+temp1;
    assign temp2 ={4'b0,q2[7:0]};
    assign temp3 ={q3[7:0],4'b0};
    assign q5 = temp2+temp3;
    assign temp4={4'b0,q4[7:0]};
    assign q6 = temp4+q5;
    assign c[3:0]=q0[3:0];
    assign c[15:4]=q6[11:0];
endmodule
module ha(a,b,s,c);
    input a,b;
    output s,c;
    assign s = a^b;
    assign c = a&b;
endmodule
--- ./run.sh ---
#!/bin/bash
# OpenROAD 26Q1-2900-gdf79404cd8, Yosys 0.63+post, stock flow scripts
make -C /OpenROAD-flow-scripts/flow DESIGN_CONFIG=/design/flow/config.mk WORK_HOME=/design/flow/orfs finish
--- ./config.mk ---
export PLATFORM = sky130hd
export DESIGN_NAME = multiplier_16bit
export DESIGN_NICKNAME = multiplier_16bit
export VERILOG_FILES = /design/flow/design.v
export SDC_FILE = /design/flow/constraint.sdc
export NUM_CORES = 4
export LEC_CHECK = 1
export CORE_UTILIZATION = 30
--- ./constraint.sdc ---
current_design multiplier_16bit

set clk_period 25.7
set clk_io_pct 0.2

create_clock -name clk0 -period $clk_period

set non_clock_inputs [all_inputs -no_clocks]
set_input_delay [expr $clk_period * $clk_io_pct] -clock clk0 $non_clock_inputs
set_output_delay [expr $clk_period * $clk_io_pct] -clock clk0 [all_outputs]
==> metrics.txt <==
# HELP chip_impl_metric Implementation results
# TYPE chip_impl_metric gauge
chip_impl_info{name="yosys.area.top_type",value="sky130_fd_sc_hd__ha_1"} 1
chip_impl_metric{name="initCoreUtil",unit="%"} 31.1
chip_impl_metric{name="power.ir.vdd_worst",unit="uV"} 52.4
chip_impl_info{name="run_status",value="finished clean"} 1
chip_impl_metric{name="cts.repair.resized",unit=""} 0
chip_impl_metric{name="holdWs",unit="ns"} 11.41
chip_impl_metric{name="dieWidth",unit="um"} 150
chip_impl_metric{name="area.growth.synth_to_final",unit="%"} 13.2
chip_impl_metric{name="finalClockPeriodUsage",unit="%"} 77.4
chip_impl_metric{name="drt_iter0_markers",unit=""} 119
chip_impl_metric{name="layout.clock_buffers",unit=""} 0
chip_impl_metric{name="setup_viol",unit=""} 0
chip_impl_metric{name="timing.max_cap.violations",unit=""} 0
chip_impl_info{name="critical_path_class",value="primary input to output port"} 1
chip_impl_metric{name="routed_via_density",unit=""} 4.60
chip_impl_info{name="post_synth_main_area_contributors",value="sky130_fd_sc_hd__ha_1, sky130_fd_sc_hd__fa_1, sky130_fd_sc_hd__and2_1, sky130_fd_sc_hd__xnor2_1, sky130_fd_sc_hd__inv_1"} 1
chip_impl_metric{name="timing.fmax",unit="MHz"} 50.3
chip_impl_metric{name="synth.yosys.seq_area_share",unit="%"} 0
chip_impl_metric{name="grt.total_usage",unit="%"} 12.2
chip_impl_metric{name="power-per-cell-area",unit="nW/um2"} 78.4
chip_impl_metric{name="die_area",unit="um2"} 22600
chip_impl_metric{name="worst_slew_pin_slew",unit="ns"} 0.599
chip_impl_metric{name="worst-endpoint-arrival",unit="ns"} 14.76
chip_impl_metric{name="diodes",unit=""} 0
chip_impl_metric{name="critical_path_peak_fanout",unit=""} 16
chip_impl_metric{name="critical_path_required",unit="ns"} 20.56
chip_impl_metric{name="gp_routability_congestion",unit=""} 0.828
chip_impl_metric{name="post_synth_inst_count",unit=""} 797
chip_impl_metric{name="die_ht",unit="um"} 150
chip_impl_metric{name="hpwl",unit="um"} 11500
chip_impl_metric{name="ff_latch_area",unit="um2"} 0
chip_impl_metric{name="first_global_vias",unit=""} 4774
chip_impl_info{name="crit_family",value="adder cells"} 1
chip_impl_metric{name="relSlewSlack",unit="%"} 59.9
chip_impl_metric{name="syn_area",unit="um2"} 6620
chip_impl_metric{name="cell_count_after_placement",unit=""} 1121
chip_impl_info{name="most-common-layout-cells",value="sky130_fd_sc_hd__ha_1, sky130_fd_sc_hd__and2_1, sky130_fd_sc_hd__inv_1"} 1
chip_impl_metric{name="drt_pass1_iterations",unit=""} 4
chip_impl_metric{name="drc_errors",unit=""} 0
chip_impl_info{name="lay_top_count",value="sky130_fd_sc_hd__ha_1"} 1
chip_impl_metric{name="p_seq_share",unit="%"} 0
chip_impl_metric{name="first_pass_grt_wire_length",unit="um"} 22100
chip_impl_info{name="grt_setup_unrepaired",value="false"} 1
chip_impl_metric{name="report.final.slew_viol_count",unit=""} 0
chip_impl_metric{name="synth_top_area_share",unit="%"} 34.0
chip_impl_metric{name="post_synth.cell_area_avg",unit="um2"} 8.30
chip_impl_metric{name="switchingPower",unit="mW"} 0.268
chip_impl_metric{name="post_route_cells_drive_above_1_share",unit="%"} 2.01
chip_impl_metric{name="stdcell_count",unit=""} 1121
chip_impl_metric{name="power.static_leakage",unit="nW"} 3.94
chip_impl_metric{name="initial_antenna_violation_count",unit=""} 0
chip_impl_metric{name="ant_nets",unit=""} 0
chip_impl_metric{name="clockPowerShare",unit="%"} 0
chip_impl_metric{name="route.detailed.wl_per_inst",unit="um"} 11.7
chip_impl_metric{name="postCtsSetupRepairBufs",unit=""} 0
chip_impl_metric{name="yosysWarningCount",unit=""} 2
chip_impl_metric{name="io_buffer_count",unit=""} 55
chip_impl_metric{name="post_cts_hold_buffer_count",unit=""} 0
chip_impl_metric{name="p_int",unit="mW"} 0.320
chip_impl_metric{name="final.min_clock_period",unit="ns"} 19.90
chip_impl_metric{name="number_of_cell_instances_after_yosys_synthesis",unit=""} 797
chip_impl_metric{name="detail_route.wirelength",unit="um"} 13200
chip_impl_metric{name="postPlaceCellArea",unit="um2"} 7490
chip_impl_metric{name="worst_path_largest_cell_delay",unit="ns"} 0.67
chip_impl_metric{name="grt_start_max_net_pins",unit=""} 17
chip_impl_metric{name="finalInstanceArea",unit="um2"} 7490
chip_impl_metric{name="core.rowCount",unit=""} 53
chip_impl_metric{name="worst-path-buf-inv",unit=""} 5
chip_impl_metric{name="power.share.switching",unit="%"} 45.6
chip_impl_metric{name="synth_cell_type_count",unit=""} 52
chip_impl_metric{name="number_of_warnings_the_tools_reported",unit=""} 38
chip_impl_metric{name="fin_setup_tns",unit="ns"} 0
chip_impl_info{name="worst_setup_path_start_kind",value="primary input"} 1
chip_impl_info{name="timing.critical_path.to_type",value="output port"} 1
chip_impl_info{name="min_path_type",value="primary input to output port"} 1
chip_impl_info{name="critical-path-slowest-cell",value="sky130_fd_sc_hd__clkdlybuf4s50_1"} 1
chip_impl_metric{name="count_of_boundary_i_o_pins",unit=""} 64
chip_impl_metric{name="gr-total-overflow",unit=""} 0
chip_impl_metric{name="flops",unit=""} 0
chip_impl_metric{name="core_area",unit="um2"} 21300
chip_impl_metric{name="yosys_chip_area",unit="um2"} 6620
chip_impl_metric{name="power.combinational.fraction",unit="%"} 100.0
chip_impl_metric{name="dr_vias",unit=""} 5152
chip_impl_metric{name="hold_viol_final",unit=""} 0
-- per-stage QoR --
step	utilization [%]	setup slack, ns	total power, mW
after floorplan	-	7.56	0.365
after global placement	35.2	5.74	0.596
after detailed placement	35.2	5.69	0.599
after CTS	35.2	5.68	0.603
after global routing	35.2	5.01	0.663
final	35.2	5.80	0.588
-- synth_stat cells (all sizes together), types with 2 or more instances --
| master | n |
|---|---|
| mux2i | 2 |
| o21ai | 9 |
| clkbuf | 10 |
| inv | 106 |
| nand2b | 6 |
| o21a | 6 |
| a31o | 2 |
| o21bai | 5 |
| and3 | 7 |
| ha | 180 |
| a21oi | 55 |
| buf | 4 |
| nor2 | 16 |
| fa | 43 |
| xor2 | 25 |
| nor3b | 2 |
| a21boi | 2 |
| a21o | 26 |
| and2 | 125 |
| nand2 | 31 |
| a22oi | 2 |
| nor3 | 7 |
| nand3 | 10 |
| or2 | 5 |
| or3 | 2 |
| xnor2 | 78 |
| nor4 | 2 |
| a2111oi | 3 |
| nor2b | 9 |
-- cell type report --
cell class / count / area [um2]
Fill cell: 2204 / 13800
Inverter: 106 / 398
Multi-Input combinational cell: 680 / 6160
Tap cell: 275 / 344
Timing Repair Buffer: 60 / 588
-- cells by family (layout without fill, tap and decap cells) --
kind of cell | count (synthesis) | count (layout) | synth area share, %
xor gates and xnor gates | 104 | 104 | 14.0
other | 1 | 4 | 0.0567
AOI/OAI and AO/OA | 118 | 118 | 11.6
adders and majority gates | 224 | 224 | 47.2
muxes | 2 | 2 | 0.303
and+or+nand+nor | 228 | 228 | 19.8
buffers and inverters | 120 | 166 | 7.04
-- path summary, 6_finish.rpt --
kind                  startpoint  slack, ns  cells after the start    end
worst max-delay path        b[1]       5.80                     37  c[28]
worst min-delay path        b[0]      11.41                      4   c[0]
-- routing by layer --
metal | routed length [um] | vias to the layer above | global-route usage, % | share of wire, %
li1 | - | 2746 | - | -
met1 | 6750 | 2341 | 18.2 | 51
met2 | 6020 | 63 | 20.6 | 46
met3 | 369 | 2 | 0.618 | 2.8
met4 | 21 | 0 | 0.202 | 0.16
met5 | 0 | - | 0 | 0
-- power groups by stage --
stage     clock network [mW]  logic, mW  registers [mW]
4_1_cts                    0      0.603               0
6_report                   0      0.588               0
5_1_grt                    0      0.663               0
Power figures rest on the tool's default switching activity, not on a simulated workload.
