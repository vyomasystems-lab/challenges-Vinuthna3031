==> design.v <==
module mux(sel,inp0, inp1, inp2, inp3, inp4, inp5, inp6, inp7, inp8, 
           inp9, inp10, inp11, inp12, inp13, inp14, inp15, inp16, inp17,
           inp18, inp19, inp20, inp21, inp22, inp23, inp24, inp25, inp26,
           inp27, inp28, inp29, inp30, out);
  input [4:0] sel;
  input [1:0] inp0, inp1, inp2, inp3, inp4, inp5, inp6,
            inp7, inp8, inp9, inp10, inp11, inp12, inp13, 
            inp14, inp15, inp16, inp17, inp18, inp19, inp20,
            inp21, inp22, inp23, inp24, inp25, inp26,
            inp27, inp28, inp29, inp30;
  output [1:0] out;
  reg [1:0] out;
  always @(sel or inp0  or inp1 or  inp2 or inp3 or inp4 or inp5 or inp6 or
            inp7 or inp8 or inp9 or inp10 or inp11 or inp12 or inp13 or 
            inp14 or inp15 or inp16 or inp17 or inp18 or inp19 or inp20 or
            inp21 or inp22 or inp23 or inp24 or inp25 or inp26 or inp27 or 
            inp28 or inp29 or inp30 )
  begin
    case(sel)
      5'b00000: out = inp0;  
      5'b00001: out = inp1;  
      5'b00010: out = inp2;  
      5'b00011: out = inp3;  
      5'b00100: out = inp4;  
      5'b00101: out = inp5;  
      5'b00110: out = inp6;  
      5'b00111: out = inp7;  
      5'b01000: out = inp8;  
      5'b01001: out = inp9;  
      5'b01010: out = inp10;
      5'b01011: out = inp11;
      5'b01100: out = inp12;
      5'b01101: out = inp13;
      5'b01110: out = inp14;
      5'b01111: out = inp15;
      5'b10000: out = inp16;
      5'b10001: out = inp17;
      5'b10010: out = inp18;
      5'b10011: out = inp19;
      5'b10100: out = inp20;
      5'b10101: out = inp21;
      5'b10110: out = inp22;
      5'b10111: out = inp23;
      5'b11000: out = inp24;
      5'b11001: out = inp25;
      5'b11010: out = inp26;
      5'b11011: out = inp27;
      5'b11100: out = inp28;
      5'b11101: out = inp29;
      5'b11110: out=inp30;
      default: out = 0;
    endcase
  end
endmodule 
==> run.sh <==
#!/bin/bash
# OpenROAD 26Q1-2900-gdf79404cd8, Yosys 0.63+post, stock flow scripts
make -C /OpenROAD-flow-scripts/flow DESIGN_CONFIG=/design/flow/config.mk WORK_HOME=/design/flow/orfs finish
==> config.mk <==
export PLATFORM = sky130hd
export DESIGN_NAME = mux
export DESIGN_NICKNAME = mux
export VERILOG_FILES = /design/flow/design.v
export SDC_FILE = /design/flow/constraint.sdc
export NUM_CORES = 4
export LEC_CHECK = 1
export CORE_AREA = 10 10 71 71
export DIE_AREA = 0 0 81 81
==> constraint.sdc <==
current_design mux

set clk_period 2.4
set clk_io_pct 0.2

create_clock -name clk0 -period $clk_period

set non_clock_inputs [all_inputs -no_clocks]
set_input_delay [expr $clk_period * $clk_io_pct] -clock clk0 $non_clock_inputs
set_output_delay [expr $clk_period * $clk_io_pct] -clock clk0 [all_outputs]
==> impl_metrics.py <==
# Flow results
metrics = {
    "final_timing": {
        "rsz0062_at_grt": "yes",
        "clock.fmax_mhz": 413,
        "finalSetupViolCount": 1,
        "whs_ns": 1.47,
        "finalSetupTns_ns": -0.0229,
        "final_hold_viol_count": 0,
        "finalCriticalPeriod_ns": 2.42,
        "worst_slack_ns": -0.0229,
        "slew_headroom": 0.743,
        "period_used_share": 1.01,
        "report.final.slew_viol_count": 0,
        "tightestPinTransition_ns": 0.384,
    },
    "global_route": {
        "grt_overflow": 0,
        "grt_max_degree": 13,
        "grt_pass1_wl_um": 5550,
        "grt_pass1_vias": 1203,
        "antenna_found_initial": 0,
        "grt_use_total": 0.103,
    },
    "cells_and_area": {
        "fin_cells": 232,
        "area_growth_pct": 147,
        "drive_above_1_share": 0.288,
        "layout_top_cells": "40 x clkdlybuf4s50_1, 20 x buf_4, 14 x dlymetal6s2s_1",
        "nClkBuffers": 0,
        "flop_area_um2": 0,
        "layout_top_cell": "clkdlybuf4s50_1",
        "seq_cells": 0,
    },
    "pwr": {
        "powerDensity_nw_per_um2": 153,
        "power.leakage_nw": 0.807,
        "vdd_drop_max_uv": 61.2,
    },
    "setup_path": {
        "cp_slowest_cell": "or4_1",
        "endpoint_kind": "primary output",
        "cp-start-kind": "input port",
        "worstPathRequired_ns": 1.92,
        "crit_arrival_ns": 1.94,
        "slowest_delay_ns": 0.50,
        "critPathKind": "input port to primary output",
        "worstPathMaxFanout": 1,
        "path_cells": "clkdlybuf4s50_1 -> a222oi_1 -> o21ai_1 -> or4_1 -> buf_2",
        "path_buffers": 2,
        "critPathTopFamily": "buffers and inverters",
    },
    "status": {
        "violations": "negative setup slack",
        "status": "complete, but fails checks",
    },
    "drt": {
        "first_iter_violations": 22,
        "wl_um": 3500,
        "drc": 0,
        "antenna_cells": 0,
        "vias": 1144,
        "vias_per_cell": 4.93,
        "post_drt_wl_per_cell_um": 15.1,
        "dr.pass1.iters": 4,
        "drtAntennaViolNets": 0,
    },
    "synthesis": {
        "ys_area_um2": 697,
        "synth_top_cell_by_area": "mux2i_1",
        "netlist.area_leader.share": 0.158,
        "yosys.stat.seqShare": 0,
        "synthTopCellsByArea": "mux2i_1 16%, mux2_2 6.5%, nor2b_1 5.4%, a31oi_1 4.5%, buf_2 4.3%",
        "synth_area_um2": 697,
        "synth_cell_type_count": 41,
        "ys_cells": 96,
        "syn_avg_cell_area_um2": 7.26,
        "yosys_warnings": 1,
        "synthCells": 96,
    },
    "flow_run": {
        "warnings": 34,
        "drv_cap": 0,
    },
    "die": {
        "die_h_um": 81,
        "dieArea_um2": 6560,
        "core-area_um2": 3630,
        "die_width_um": 81,
        "num_rows": 22,
        "fp_util": 0.192,
        "io_pins": 69,
    },
    "placed_design": {
        "dp_slack_ns": -0.813,
        "hpwl_um": 2980,
        "portBuffers": 69,
        "dp.cells": 225,
        "gp_congestion": 0.827,
    },
    "cts": {
        "cts_hold_buf": 0,
    },
    "hold_path": {
        "hold_class": "input port to primary output",
    },
}
[per-layer routing]
layer  global-route usage  part of all wire  vias to the layer above
met1                0.128              0.41                      522
met5                    0                 0                        -
met2                0.174              0.48                       49
met3               0.0390              0.10                        4
met4              0.00692            0.0077                        0
li1                     -                 -                      569
[tightest hold or removal path: stages]
cell	delay (ns)
clkbuf_2	0.15
o21ai_1	0.15
or4_1	0.11
buf_2	0.09
[where the power goes]
group / total [mW] / internal [mW] / switching (mW)
clock: 0 / 0 / 0
sequential: 0 / 0 / 0
combinational: 0.264 / 0.176 / 0.0880
total: 0.264 / 0.176 / 0.0880
[cells by family (layout without fill, tap and decap cells)]
group / after synthesis / count (layout) / share of synthesized area
AND/OR/NAND/NOR: 36 / 36 / 0.323
AND-OR/OR-AND: 33 / 33 / 0.336
buffers and inverters: 11 / 99 / 0.0862
multiplexers: 16 / 16 / 0.255
[Yosys cell counts]
library cell  instances
a22oi_1               1
and4b_1               1
mux2i_1              11
nor3b_1               2
a221oi_1              1
buf_6                 1
a222oi_1              1
nor2b_1               6
buf_2                 6
o22ai_1               2
a22o_1                2
o2111ai_1             1
nand4bb_1             1
a21oi_1               4
o22a_1                1
o21ai_0               5
a31oi_1               5
o21ai_1               1
a41oi_1               1
o221ai_1              1
clkbuf_1              2
mux2_2                4
nand3_1               4
o32ai_1               1
nor4_1                1
nand2_1               3
mux4_2                1
nor4bb_1              2
nor3_1                3
buf_4                 1
or3b_2                1
a32oi_1               3
or4_1                 2
nor2_1                6
a32o_1                1
and3_1                1
nor2b_4               1
o2bb2ai_1             1
inv_1                 1
a211oi_1              1
or3_1                 2
[metrics by stage]
stage	instance area [um^2]	total power, mW	util
2_1_floorplan	697	0.0879	-
3_3_place_gp	1570	0.251	0.432
3_5_place_dp	1570	0.251	0.432
4_1_cts	1620	0.256	0.446
5_1_grt	1720	0.286	0.473
6_report	1720	0.264	0.473
[repair_timing]
action,CTS,global route
resized,52,28
pin swaps,14,15
hold endpoints to repair,0,0
buffers inserted,4,3
gates cloned,0,0
setup endpoints to repair,2,2
[layout make-up]
class	instances	area [um^2]
inverters	1	3.75
fillers	335	1910
multi-input cells	85	697
repair buffers	98	958
well taps	48	60.1
[final timing paths]
kind | start | to | slack [ns] | cells after the start
worst max-delay path | inp28[0] | out[0] | -0.02 | 5
worst min-delay path | sel[3] | out[0] | 1.47 | 4
No activity file was given, so power comes from the tool's default toggle rates.
